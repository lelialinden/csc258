==> ./design.v <==
module	Reset_Delay( input iCLK, output reg oRESET);
reg	[19:0]	Cont;
always@(posedge iCLK)
begin
	if(Cont!=20'hFFFFF)
	begin
		Cont	<=	Cont + 1'b1;
		oRESET	<=	1'b0;
	end
	else
	oRESET	<=	1'b1;
end
endmodule
==> ./run.sh <==
#!/bin/bash
# OpenROAD 26Q1-2900-gdf79404cd8, Yosys 0.63+post, stock flow scripts
make -C /OpenROAD-flow-scripts/flow DESIGN_CONFIG=/design/flow/config.mk WORK_HOME=/design/flow/orfs finish
==> ./config.mk <==
export PLATFORM = sky130hd
export DESIGN_NAME = Reset_Delay
export DESIGN_NICKNAME = Reset_Delay
export VERILOG_FILES = /design/flow/design.v
export SDC_FILE = /design/flow/constraint.sdc
export NUM_CORES = 4
export LEC_CHECK = 1
export CORE_AREA = 10 10 98 98
export DIE_AREA = 0 0 108 108
==> ./constraint.sdc <==
current_design Reset_Delay

set clk_period 6.3
set clk_io_pct 0.2

create_clock -name clk0 -period $clk_period [get_ports {iCLK}]

set non_clock_inputs [all_inputs -no_clocks]
set_input_delay [expr $clk_period * $clk_io_pct] -clock clk0 $non_clock_inputs
set_output_delay [expr $clk_period * $clk_io_pct] -clock clk0 [all_outputs]
==> flow_metrics.py <==
# Metrics from the implementation run
metrics = {
    "logic_synthesis": {
        "synthesis_warning_total": 1,
        "share_of_synthesized_area_occupied_by_flip_flops_and_latches_pct": 61.5,
        "ys_cells": 76,
        "synth.area.top_cells": "edfxtp_1, xnor2_1, xor2_1",
        "synth_top_cell_by_area": "edfxtp_1",
        "postSynthRegisterBits": 21,
        "avg_cell_area_syn_sq_um": 13.3,
        "synthDistinctLibCells": 17,
        "ys_chip_area_sq_mm": 0.00101,
        "netlist.area_leader.share_pct": 59.5,
        "postSynthCellCount": 76,
        "synth.cell_area_sq_mm": 0.00101,
    },
    "routing": {
        "ant_nets": 0,
        "dr.pass1.iters": 4,
        "avgRoutedWirePerCell_microns": 7.14,
        "drt-vias-per-instance": 2.98,
        "insertedDiodeCount": 0,
        "drc": 0,
        "route.vias.total": 546,
        "totalWireLength_microns": 1310,
        "drc_marker_count_from_the_first_detailed_route_iteration": 6,
    },
    "global_routing": {
        "grt_util_all_layers_pct": 2.33,
        "first_pass_grt_wire_length_microns": 2330,
        "grt_pass1_vias": 548,
        "gr-total-overflow": 0,
        "antenna_found_initial": 0,
        "grt_max_degree": 21,
    },
    "final_timing": {
        "worst_slew_margin_rel_pct": 50.0,
        "timing_hold_violations_final": 0,
        "fin_hold_ws_ns": 0.571,
        "finalCriticalPeriod_ns": 2.28,
        "fin_skew_ns": 0.00557,
        "post-route-period-util_pct": 36.1,
        "fmax_ghz": 0.439,
        "setup-violations-final": 0,
        "rsz_0062_raised_after_global_routing": "false",
        "timing.final.max_slew_violations": 0,
        "fin_tns_setup_ns": 0,
        "final.setup.worst_slack_ns": 4.02,
        "worst_slew_pin_slew_ns": 0.748,
    },
    "critical_path": {
        "cell_chain_critical_path": "clkdlybuf4s50_1",
        "startpoint_type": "flip-flop",
        "cp_data_required_time_ns": 5.04,
        "critical_path.max_fanout": 1,
        "timing.setup.critical_path_class": "flip-flop to output pin",
        "worst-path-buf-inv": 1,
        "max_stage_delay_ns": 0.45,
        "arrival_ns": 1.02,
        "critical-path-top-delay-family": "buffers and inverters",
        "critical_path_capture_point_type": "output pin",
        "critPathSlowestCell": "clkdlybuf4s50_1",
    },
    "die": {
        "floorplan.core_util_pct": 13.2,
        "fp.dieArea_sq_mm": 0.0117,
        "core-area_sq_mm": 0.00765,
        "ios": 2,
        "die_height_microns": 108,
        "die_w_microns": 108,
        "fp-row-count": 32,
    },
    "finish": {
        "final_cell_count_no_fill": 183,
        "area.growth.synth_to_final_pct": 18.2,
        "n_fill_cell": 829,
        "layout-drive-gt1-share_pct": 11.1,
    },
    "place": {
        "place.detailed.instances": 179,
        "dpl.hpwl_microns": 918,
        "place.gp.congestion": 0.739,
        "buffer_ports.inserted": 1,
        "pre_cts_slack_ns": 4.22,
    },
    "clock_tree": {
        "clkSinkCount": 21,
        "cts-resized-gates": 0,
        "post_cts_hold_buffer_count": 0,
        "cts-root-to-sink-buffers": 2,
        "tritoncts": "built",
        "cts_buffers": 3,
        "htreeDepth": 1,
        "clock_latency_ns": 0.25,
        "clock-root-buffer": "clkbuf_8",
        "cts.repair_timing.setup_buffer_count": 0,
        "cts.reportedPaths.clkPinSlew_ns": 0.07,
    },
    "job": {
        "drv.max_cap_violation_count": 0,
        "number_of_logged_tool_warnings": 25,
    },
    "power": {
        "p_leak_nw": 0.391,
        "ir_drop_mv": 0.0878,
        "p_per_area_mw_per_mm2": 197,
        "finalPower_mw": 0.235,
    },
    "outcome": {
        "run_status": "finished clean",
    },
    "hold_path": {
        "hold_path.class": "flip-flop to flip-flop",
    },
}
-- cell usage in the layout, fill, tap and decap left out, types with 2 or more instances in the layout --
master,instances
and3_1,2
clkbuf_8,3
edfxtp_1,20
inv_1,5
nand2_1,6
nand3_1,8
nand4_1,3
nor2_1,4
nor3_1,3
xnor2_1,13
xor2_1,5
-- layer usage --
| layer | vias up | part of all wire (%) | track usage (%) |
|---|---|---|---|
| met4 | 0 | 1.8 | 0.286 |
| met3 | 2 | 2.7 | 0.482 |
| met2 | 6 | 45 | 4.01 |
| met1 | 257 | 50 | 3.05 |
| met5 | - | 0 | 0 |
| li1 | 281 | - | - |
-- cells by family (layout without fill, tap and decap cells) --
kind of cell,count (synthesis),count (layout),share of synthesized area [%]
xor gates and xnor gates,18,18,15.6
adders and majority gates,1,1,1.24
buffers and inverters,5,10,1.86
DFF,21,21,61.5
and+or+nand+nor,31,31,19.8
-- report_power, final --
| group | internal (mW) | switching, mW | leakage (nW) | total [mW] |
|---|---|---|---|---|
| registers | 0.150 | 0 | 0.241 | 0.150 |
| clock network | 0.0439 | 0.0407 | 0.0255 | 0.0846 |
| logic | 0 | 0 | 0.125 | 0.000000125 |
-- synth_stat cells (all sizes together) --
library cell,count
and3,3
dfxtp,1
edfxtp,20
ha,1
inv,5
nand2,6
nand3,9
nand4,4
nor2,4
nor3,4
nor4,1
xnor2,13
xor2,5
-- final cells by class --
cell class | instances | area [sq um] | area share [%]
repair buffers | 1 | 10.0 | 0.839
clock buffers | 3 | 41.3 | 3.46
inverters | 5 | 18.8 | 1.57
multi-input cells | 50 | 370 | 31.0
flip-flops and latches | 21 | 621 | 52.0
well taps | 102 | 128 | 10.7
clock inverters | 1 | 5.00 | 0.419
-- worst paths after layout --
path                       from           endpoint  slack (ns)  cells past startpoint
max              oRESET$_DFF_P_             oRESET        4.02                      1
min          Cont[19]$_DFFE_PP_     oRESET$_DFF_P_        0.57                      1
max reg2reg   Cont[0]$_DFFE_PP_  Cont[6]$_DFFE_PP_        4.25                      5
min reg2reg  Cont[19]$_DFFE_PP_     oRESET$_DFF_P_        0.57                      1
-- stage by stage --
step	cell area (sq um)	utilization, %
2_1_floorplan	1010	-
5_1_grt	1190	15.6
4_1_cts	1190	15.6
3_3_place_gp	1150	15.0
6_report	1190	15.6
3_5_place_dp	1150	15.0
-- state kept, by name (all words and copies together) (netlist names) --
register and count:
Cont 20, oRESET 1
No activity file was given, so power comes from the tool's default toggle rates.
