===== config.mk =====
export PLATFORM = sky130hd
export DESIGN_NAME = LCD_Controller
export DESIGN_NICKNAME = LCD_Controller
export VERILOG_FILES = /design/flow/design.v
export SDC_FILE = /design/flow/constraint.sdc
export NUM_CORES = 4
export LEC_CHECK = 1
export CORE_AREA = 10 10 72 72
export DIE_AREA = 0 0 82 82

===== constraint.sdc =====
current_design LCD_Controller

set clk_period 3.1
set clk_io_pct 0.2

create_clock -name clk0 -period $clk_period [get_ports {iCLK}]

set non_clock_inputs [all_inputs -no_clocks]
set_input_delay [expr $clk_period * $clk_io_pct] -clock clk0 $non_clock_inputs
set_output_delay [expr $clk_period * $clk_io_pct] -clock clk0 [all_outputs]

===== design.v =====
module LCD_Controller (	
input [7:0] iDATA,
input iRS,
input iStart,
output reg oDone,
input iCLK,iRST_N,
output [7:0] LCD_DATA,
output LCD_RW,
output reg LCD_EN,
output LCD_RS	);
parameter	CLK_Divide	=	16;
reg		[4:0]	Cont;
reg		[1:0]	ST;
reg		preStart,mStart;
assign	LCD_DATA	=	iDATA; 
assign	LCD_RW		=	1'b0;
assign	LCD_RS		=	iRS;
always@(posedge iCLK or negedge iRST_N)
begin
	if(!iRST_N)
	begin
		oDone	<=	1'b0;
		LCD_EN	<=	1'b0;
		preStart<=	1'b0;
		mStart	<=	1'b0;
		Cont	<=	0;
		ST		<=	0;
	end
	else
	begin
		preStart<=	iStart;
		if({preStart,iStart}==2'b01)
		begin
			mStart	<=	1'b1;
			oDone	<=	1'b0;
		end
		if(mStart)
		begin
			case(ST)
			0:	ST	<=	1;	 
			1:	begin
					LCD_EN	<=	1'b1;
					ST		<=	2;
				end
			2:	begin					
					if(Cont<CLK_Divide)
					Cont	<=	Cont + 1'b1;
					else
					ST		<=	3;
				end
			3:	begin
					LCD_EN	<=	1'b0;
					mStart	<=	1'b0;
					oDone	<=	1'b1;
					Cont	<=	0;
					ST		<=	0;
				end
			endcase
		end
	end
end
endmodule

===== run.sh =====
#!/bin/bash
# OpenROAD 26Q1-2900-gdf79404cd8, Yosys 0.63+post, stock flow scripts
make -C /OpenROAD-flow-scripts/flow DESIGN_CONFIG=/design/flow/config.mk WORK_HOME=/design/flow/orfs finish

==> Slide: Implementation Results <==
Run Summary

Layout
  – Layout area overhead: 6.75%
  – Top Layout Cells: dfrtp_1 (12), a21oi_1 (4), o21ai_1 (4), clkdlybuf4s50_1 (4)
  – Layout cells sized above 1: 0.167
  – Most instantiated logic cell after routing: dfrtp_1

Clocking
  – Num CTS Buffers: 3
  – Clock sinks: 13
  – CTS tree: done
  – Clk buf depth: 2
  – Clock transition at path regs: ~0.060 ns
  – Clk latency of the worst-skew pair: roughly 0.24 ns
  – CTS resizes: 0
  – Root Driver: clkbuf_8
  – Hold Buf Count CTS: 0
  – Post-CTS setup buffers: 0
  – H-tree depth: 1

Route
  – Wirelength per Cell: between 10 and 15 µm
  – Initial DRC count: 8
  – Drt pass-1 iters: 4
  – DRC Markers: 0
  – WL final: approximately 1300 µm
  – Via-to-Cell Ratio: approximately 4.0
  – Antenna diode count: 0
  – Via count: ~430
  – DRT antenna net count: 0

Worst setup path
  – Crit path from: LCD_EN
  – Setup Crit Path Kind: register to output pin
  – CP delay by family, top: buffers and inverters
  – Critical R2R Launch: mStart
  – Crit-path slowest cell: clkdlybuf4s50_1
  – Worst path cell trace: clkdlybuf4s50_1
  – Max incr delay on CP: ~0.47 ns
  – Levels on crit path: 1
  – Reg2Reg Depth: 3
  – Crit path DAT: 1.05 ns
  – Worst Path Max Fanout: 2
  – CP endpoint: LCD_EN
  – CP startpoint kind: register
  – RR Endpoint: Cont[3]
  – Crit end category: output pin
  – Worst endpoint required time: between 2 and 2.5 ns
  – Reg2Reg Setup Slack: 1.88 ns
  – CP bufs+invs: 1

Placement
  – IO Port Bufs: 4
  – Placer congestion estimate: around 0.73
  – DP HPWL: approximately 940 µm
  – Pre-CTS setup slack: between 1.5 and 2 ns

Power
  – Clock Power Share: 0.454
  – Sw power: between 0.00006 and 0.00007 W
  – Seq pwr share: 0.526
  – LEAKAGE: around 0.30 nW
  – Combinational Power Share: 0.020
  – Worst VDD drop: around 0.34 mV
  – Power Density: 444 nW/µm²
  – Net Sw Frac: 0.188
  – Total internal power: approximately 0.00026 W

Logic synthesis
  – Yosys cell count: 65
  – Syn Area/Cell: between 10 and 15 µm²
  – Seq/Total Area, Yosys: 0.476
  – Mapped Area: approximately 690 µm²
  – Yosys warning count: 1
  – Yosys top cell by area: dfrtp_1
  – #FFs+latches synth: 13
  – YS chip area: about 700 µm²
  – Post-synth area hogs: dfrtp_1 (44%), buf_4 (12%), dfstp_2 (3.8%)
  – Synth cell types: 27
  – Area leader share: 0.438
  – Synth Instances: 65

Floorplan
  – IO Count: 24
  – Die Width: approximately 80 µm
  – Core area: ~3700 µm²
  – Die area: roughly 6700 µm²
  – Die Height: approximately 82 µm
  – Floorplan core density: 0.186
  – Row count: 22

Global route
  – Initial antenna violation count: 0
  – Total Routing Usage GR: 0.0383
  – First-pass GRT wire length: 2050 µm
  – Vias in the first global route: roughly 400
  – Aggregate global routing overflow: 0
  – Largest net degree at the start of global routing: 14

Final timing
  – RSZ-0062 raised after global routing: false
  – Final critical-path setup slack: 1.43 ns
  – Final clock skew: slightly above 0.008 ns
  – Hold Violations, Final: 0
  – Period utilisation layout: 0.538
  – Final tally of setup violations: 0
  – Setup TNS: 0 ns
  – Slew Limit Fails: 0
  – Highest Clock Rate: ~600 MHz
  – Worst-Margin Slew: ~0.6 ns
  – Hold slack: a little under 0.5 ns
  – Worst slew margin: 0.610
  – Fin crit period: roughly 1.7 ns

Run
  – Max-Cap Viols: 0
  – Tool warnings: 25

Run status
  – Outcome: complete, no violations

Worst hold path
  – Hold Crit Class: register to register
-- per-stage QoR --
step	cells	area [µm²]	utilization	power, W
global route	108	732	0.198	0.000341
finish	108	732	0.198	0.000325
global placement	104	687	0.186	0.000180
CTS	108	732	0.198	0.000329
detailed placement	104	687	0.186	0.000180
floorplan	65	686	-	0.000182
-- kinds of logic after synthesis --
family | count (synthesis) | share of synthesized area
AND/OR/NAND/NOR | 11 | 0.0894
flip-flops | 13 | 0.476
AND-OR/OR-AND | 19 | 0.188
buffers and inverters | 16 | 0.161
multiplexers | 4 | 0.0620
adder cells (fa/ha/maj) | 1 | 0.0182
other | 1 | 0.00547
-- cells in the mapped netlist --
cell type and instances:
buf_2 1, inv_1 2, inv_2 1, ha_1 1, dfrtp_1 12, nand3b_2 1
nor2_1 1, dfstp_2 1, nand2_1 3, nor2b_1 2, a31oi_1 2, buf_6 1
buf_4 11, a32oi_1 1, mux2i_1 2, a22o_1 2, and3_1 1, nand3_1 2
mux2_2 2, o41ai_2 1, a21bo_2 1, conb_1 1, a41oi_1 1, nand2b_1 1
o21ai_0 3, o21ai_1 4, a21oi_1 4
-- area by class of cell --
type	instances	area, µm²
clock buffers	4	45.0
fillers	413	2960
inverters	3	11.3
multi-input cells	36	249
flip-flops and latches	13	327
well taps	48	60.1
repair buffers	4	40.0
-- worst register-to-register path, delay by kind of cell (launching register included) --
kind | cells | cell delay, ns
flops | 1 | 0.57
compound gates | 3 | 0.53
-- routing by layer --
| metal | share of wire | up-vias | wire length, µm | track usage |
|---|---|---|---|---|
| met3 | 0.15 | 2 | 186 | 0.0286 |
| met4 | 0.0056 | 0 | 7 | 0.00170 |
| met5 | 0 | - | 0 | 0 |
| met1 | 0.41 | 196 | 520 | 0.0471 |
| met2 | 0.43 | 26 | 546 | 0.0556 |
| li1 | - | 208 | - | - |
-- power by group through the flow --
stage	clock network [W]	logic [W]	registers [W]
finish	0.000147	0.00000651	0.000171
global route	0.000163	0.00000721	0.000171
CTS	0.000152	0.00000674	0.000171
-- worst min path at each step --
stage | start | end | slack, ns | depth (start not counted)
4_1_cts | Cont[3] | Cont[3] | 0.50 | 1
5_1_grt | Cont[3] | Cont[3] | 0.51 | 1
6_report | Cont[3] | Cont[3] | 0.49 | 1
Power figures rest on the tool's default switching activity, not on a simulated workload.
